==> /design/flow/design.v <==
`timescale 1ns / 1ps
module clkdivider(monkeyclk,clk1s
    );
	 integer count;
    initial count = 0;
	 input clk1s;
	 output reg monkeyclk;
	 initial monkeyclk = 0;
	 always @(posedge clk1s) begin  
	 count = count + 1;
	 if(count == 37500000) begin
	 count = 1;
	 monkeyclk = ~monkeyclk;
	 end
	 end
endmodule
==> /design/flow/run.sh <==
#!/bin/bash
# OpenROAD 26Q1-2900-gdf79404cd8, Yosys 0.63+post, stock flow scripts
make -C /OpenROAD-flow-scripts/flow DESIGN_CONFIG=/design/flow/config.mk WORK_HOME=/design/flow/orfs finish
==> /design/flow/config.mk <==
export PLATFORM = sky130hd
export DESIGN_NAME = clkdivider
export DESIGN_NICKNAME = clkdivider
export VERILOG_FILES = /design/flow/design.v
export SDC_FILE = /design/flow/constraint.sdc
export NUM_CORES = 4
export LEC_CHECK = 1
export CORE_AREA = 10 10 101 101
export DIE_AREA = 0 0 111 111
==> /design/flow/constraint.sdc <==
current_design clkdivider

set clk_period 10.1
set clk_io_pct 0.2

create_clock -name clk0 -period $clk_period [get_ports {clk1s}]

set non_clock_inputs [all_inputs -no_clocks]
set_input_delay [expr $clk_period * $clk_io_pct] -clock clk0 $non_clock_inputs
set_output_delay [expr $clk_period * $clk_io_pct] -clock clk0 [all_outputs]
==> flow_summary.html <==
<h3>Run summary</h3>
<table>
<tr><th>Metric</th><th>Value</th></tr>
<tr><th colspan="2">Synth</th></tr>
<tr><td>Synthesized flop and latch total</td><td>33</td></tr>
<tr><td>Post-synthesis cell type count</td><td>44</td></tr>
<tr><td>Post-Syn Instances</td><td>190</td></tr>
<tr><td>Complex Gates by Area</td><td>10.0%</td></tr>
<tr><td>Sequential-to-total area share from yosys stat</td><td>39.5%</td></tr>
<tr><td>Mux share of post-synthesis cell area</td><td>0.884%</td></tr>
<tr><td>Yosys stat area</td><td>1700 sq um</td></tr>
<tr><td>Average instance area after synthesis</td><td>8.94 sq um</td></tr>
<tr><td>Simple-gate portion of the synthesized area</td><td>30.6%</td></tr>
<tr><td>Cell count listed in synth_stat.txt</td><td>190</td></tr>
<tr><td>FA/HA/MAJ Cells, Area Fraction</td><td>0.737%</td></tr>
<tr><td>Largest family of logic cells by area</td><td>simple AND/OR/NAND/NOR gates</td></tr>
<tr><td>Dominant Register Cell</td><td>sky130_fd_sc_hd__dfxtp_1</td></tr>
<tr><td>Warning count from the yosys run</td><td>1</td></tr>
<tr><td>Netlist Area Pre-Place</td><td>1700 sq um</td></tr>
<tr><td>Post-synth ARST share</td><td>0%</td></tr>
<tr><td>Count of library flops with an enable pin</td><td>1</td></tr>
<tr><td>Post-synthesis xor/xnor area fraction</td><td>14.4%</td></tr>
<tr><th colspan="2">Global route</th></tr>
<tr><td>Antenna violations before repair</td><td>0</td></tr>
<tr><td>GRT overflow</td><td>0</td></tr>
<tr><td>Maximum number of pins on one net before global-route repair</td><td>14</td></tr>
<tr><td>First-pass GRT wire length</td><td>5820 microns</td></tr>
<tr><td>Number of global-route vias before repair</td><td>1,194</td></tr>
<tr><td>Total Routing Usage GR</td><td>5.39%</td></tr>
<tr><th colspan="2">Detailed routing</th></tr>
<tr><td>Antenna cells</td><td>0</td></tr>
<tr><td>Via density per instance</td><td>4.41</td></tr>
<tr><td>First-pass iteration count of the detailed router</td><td>4</td></tr>
<tr><td>Starting DRT DRC Count</td><td>105</td></tr>
<tr><td>Count of vias placed by the detailed router</td><td>1,314</td></tr>
<tr><td>DRC violation count after routing</td><td>0</td></tr>
<tr><td>Routed wire per std cell</td><td>11.6 microns</td></tr>
<tr><td>Post-route antenna net violation count</td><td>0</td></tr>
<tr><td>Drt total wl</td><td>3450 microns</td></tr>
<tr><th colspan="2">Setup path</th></tr>
<tr><td>Largest fanout on the critical path</td><td>13</td></tr>
<tr><td>Worst Setup SP</td><td>count[0]$_SDFF_PN1_</td></tr>
<tr><td>Critical path depth in cells</td><td>7</td></tr>
<tr><td>R2r worst-path depth</td><td>7</td></tr>
<tr><td>Arrival time at the worst endpoint</td><td>3.20 ns</td></tr>
<tr><td>Category of the critical setup timing path</td><td>reg -&gt; reg</td></tr>
<tr><td>Number of buffer and inverter instances along the worst setup path</td><td>0</td></tr>
<tr><td>End of the worst register-to-register path</td><td>monkeyclk$_DFFE_PN_</td></tr>
<tr><td>Crit path capture</td><td>monkeyclk$_DFFE_PN_</td></tr>
<tr><td>Launch instance of the worst register-to-register path</td><td>count[0]$_SDFF_PN1_</td></tr>
<tr><td>Required @ worst endpoint</td><td>10.03 ns</td></tr>
<tr><td>Sort of element at the end of the critical path</td><td>flop</td></tr>
<tr><td>Slack of the worst reg-to-reg path</td><td>6.83 ns</td></tr>
<tr><td>Kind of start point of the critical path</td><td>flop</td></tr>
<tr><td>Ordered cell list for the critical path</td><td>ha_1, nand3_1, or4_1, o41ai_1, o211ai_1, nor4_1, and4bb_1</td></tr>
<tr><td>Cell at the slowest stage of the critical path</td><td>sky130_fd_sc_hd__or4_1</td></tr>
<tr><td>Largest stage delay on the critical path</td><td>0.69 ns</td></tr>
<tr><td>Largest delay contributor family on the critical path</td><td>simple AND/OR/NAND/NOR gates</td></tr>
<tr><th colspan="2">Clocking</th></tr>
<tr><td>Clock-pin transition on the worst setup and hold timing paths</td><td>0.07 ns</td></tr>
<tr><td>Hold_buf cts</td><td>0</td></tr>
<tr><td>Clock tree root driver cell</td><td>sky130_fd_sc_hd__clkbuf_8</td></tr>
<tr><td>Source-to-sink clock delay at the later pin of the worst-skew pair</td><td>0.28 ns</td></tr>
<tr><td>Clock tree from TritonCTS</td><td>built</td></tr>
<tr><td>Maximum clock insertion buffer count</td><td>2</td></tr>
<tr><td>Number of setup buffers added after CTS</td><td>0</td></tr>
<tr><td>Cells resized by post-CTS repair</td><td>0</td></tr>
<tr><td>CTS H-Tree Depth</td><td>2</td></tr>
<tr><td>Inserted Clock Buffers</td><td>5</td></tr>
<tr><td># clock sinks</td><td>33</td></tr>
<tr><th colspan="2">STA</th></tr>
<tr><td>Summed negative setup slack over all endpoints</td><td>0 ns</td></tr>
<tr><td>Final worst path period share</td><td>32.4%</td></tr>
<tr><td>Pins Over Slew Limit</td><td>0</td></tr>
<tr><td>Post-layout min period</td><td>3.27 ns</td></tr>
<tr><td>Clock Skews</td><td>0.00833 ns</td></tr>
<tr><td>Final hold violation count</td><td>0</td></tr>
<tr><td>RSZ-0062 raised after global routing</td><td>no</td></tr>
<tr><td>Upper clock frequency limit</td><td>305 MHz</td></tr>
<tr><td>Worst Setup Slack, final</td><td>6.83 ns</td></tr>
<tr><td>Final setup violation count</td><td>0</td></tr>
<tr><td>Transition at the pin with the smallest max-transition slack</td><td>0.592 ns</td></tr>
<tr><td>Relative slew slack</td><td>60.2%</td></tr>
<tr><th colspan="2">Layout</th></tr>
<tr><td>Combined flip-flop and latch cell area</td><td>671 sq um</td></tr>
<tr><td>Growth of design area from synthesis to finish</td><td>12.7%</td></tr>
<tr><td>Post-layout util</td><td>23.5%</td></tr>
<tr><td>FILL cells</td><td>854</td></tr>
<tr><td>Finished Layout Cells</td><td>298</td></tr>
<tr><td>Most frequent cells in the layout</td><td>sky130_fd_sc_hd__dfxtp_1 (32), sky130_fd_sc_hd__xnor2_1 (18), sky130_fd_sc_hd__nor2_1 (18), sky130_fd_sc_hd__nand2_1 (15)</td></tr>
<tr><td>Combined area of the multi-input logic cells</td><td>962 sq um</td></tr>
<tr><td>Area of all placed cells without fillers</td><td>1910 sq um</td></tr>
<tr><td>Layout cell share with drive strength beyond 1</td><td>6.74%</td></tr>
<tr><td>Commonest Layout Cell</td><td>sky130_fd_sc_hd__dfxtp_1</td></tr>
<tr><th colspan="2">Floorplan</th></tr>
<tr><td>Core Density at Floorplan</td><td>20.9%</td></tr>
<tr><td>Placeable Area</td><td>8130 sq um</td></tr>
<tr><td>Placement Rows</td><td>33</td></tr>
<tr><td>Area enclosed by the die boundary</td><td>12,300 sq um</td></tr>
<tr><td>Number of ports placed on the die boundary</td><td>2</td></tr>
<tr><td>Vertical die dimension</td><td>111 microns</td></tr>
<tr><td>Floorplan die width</td><td>111 microns</td></tr>
<tr><th colspan="2">Flow run</th></tr>
<tr><td>Total number of warnings across the stage logs</td><td>25</td></tr>
<tr><td>Maximum capacitance violations</td><td>0</td></tr>
<tr><th colspan="2">Power and ir drop</th></tr>
<tr><td>P_int</td><td>0.000211 W</td></tr>
<tr><td>Peak VDD IR</td><td>0.0592 mV</td></tr>
<tr><td>Power density relative to cell area</td><td>135 nW/um^2</td></tr>
<tr><td>Reported net switching power</td><td>0.0000469 W</td></tr>
<tr><td>Power share of the clock group</td><td>49.4%</td></tr>
<tr><td>Combinational share of power</td><td>0%</td></tr>
<tr><td>Net Sw Frac</td><td>18.2%</td></tr>
<tr><td>Power share of the sequential group</td><td>50.6%</td></tr>
<tr><td>Pleak</td><td>0.632 nW</td></tr>
<tr><th colspan="2">Placed design</th></tr>
<tr><td>Detailed placement HPWL</td><td>2500 microns</td></tr>
<tr><td>Cell Count Post-Placement</td><td>290</td></tr>
<tr><td>Final estimated routing congestion in global placement</td><td>0.887</td></tr>
<tr><td>Post-place setup slack</td><td>6.84 ns</td></tr>
<tr><td>Placement Cell Area</td><td>1800 sq um</td></tr>
<tr><td>IO buf count</td><td>1</td></tr>
<tr><th colspan="2">Min path</th></tr>
<tr><td>Worst hold path class</td><td>reg -&gt; reg</td></tr>
<tr><th colspan="2">Run status</th></tr>
<tr><td>Outcome</td><td>completed</td></tr>
</table>
[final cells by class]
class	instances	share of cell area, %
Clock buffer	7	4.51
Multi-Input combinational cell	146	50.3
Clock inverter	1	1.57
Tap cell	105	6.87
Sequential cell	33	35.1
Inverter	4	0.785
Timing Repair Buffer	2	0.916
[Yosys cell counts, types with 2 or more instances]
cell type,count,share of area [%]
sky130_fd_sc_hd__dfxtp_1,32,38
sky130_fd_sc_hd__nor2_1,18,4.0
sky130_fd_sc_hd__xnor2_1,18,9.3
sky130_fd_sc_hd__nand2_1,15,3.3
sky130_fd_sc_hd__nand4_1,10,3.7
sky130_fd_sc_hd__xor2_1,10,5.2
sky130_fd_sc_hd__nand3_1,9,2.7
sky130_fd_sc_hd__nor3_1,8,2.4
sky130_fd_sc_hd__nor4_1,5,1.8
sky130_fd_sc_hd__a31oi_1,4,1.5
sky130_fd_sc_hd__and4_1,4,2.1
sky130_fd_sc_hd__inv_1,4,0.88
sky130_fd_sc_hd__o21ai_0,4,1.2
sky130_fd_sc_hd__buf_6,3,2.0
sky130_fd_sc_hd__clkbuf_1,3,0.66
sky130_fd_sc_hd__nand4b_1,3,1.5
sky130_fd_sc_hd__nor4b_1,3,1.5
sky130_fd_sc_hd__or4_1,3,1.3
sky130_fd_sc_hd__a21o_1,2,0.88
sky130_fd_sc_hd__and2_1,2,0.74
sky130_fd_sc_hd__and3_1,2,0.74
sky130_fd_sc_hd__and4_4,2,1.3
sky130_fd_sc_hd__nand2b_1,2,0.74
sky130_fd_sc_hd__nor2b_1,2,0.74
sky130_fd_sc_hd__nor3b_1,2,0.88
sky130_fd_sc_hd__o21a_1,2,0.88
[worst min path at each step]
stage | from | end | slack, ns | cells after the start
finish | count[0]$_SDFF_PN1_ | count[0]$_SDFF_PN1_ | 0.48 | 1
global route | count[0]$_SDFF_PN1_ | count[0]$_SDFF_PN1_ | 0.51 | 1
CTS | count[0]$_SDFF_PN1_ | count[0]$_SDFF_PN1_ | 0.49 | 1
[layer usage]
metal / GRT usage [%] / routed length, microns / up-vias
met1: 7.91 / 1830 / 599
met3: 1.92 / 162 / 3
li1: - / - / 694
met5: 0 / 0 / -
met2: 7.63 / 1440 / 18
met4: 0.521 / 14 / 0
[kinds of logic after synthesis]
group                      after synthesis
xor gates and xnor gates                28
adders and majority gates                1
and+or+nand+nor                         92
buffers and inverters                   11
AOI/OAI and AO/OA                       24
muxes                                    1
DFF                                     33
[registers in the layout, summed over array words and instances, names as in the netlist]
| register | cells |
|---|---|
| count | 32 |
| monkeyclk | 1 |
[metrics by stage]
stage               total power, W  hold WS [ns]
floorplan                 0.000134         0.431
global placement          0.000134         0.457
detailed placement        0.000134         0.471
CTS                       0.000261         0.487
global route              0.000266         0.510
finish                    0.000258         0.481
[power groups by stage]
stage / sequential (W) / clock (W) / combinational (W)
CTS: 0.000131 / 0.000131 / 0.000000000305
global route: 0.000131 / 0.000135 / 0.000000000305
finish: 0.000131 / 0.000127 / 0.000000000305
Power figures rest on the tool's default switching activity, not on a simulated workload.
