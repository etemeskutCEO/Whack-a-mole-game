$ cat flow/run.sh
#!/bin/bash
# OpenROAD 26Q1-2900-gdf79404cd8, Yosys 0.63+post, stock flow scripts
make -C /OpenROAD-flow-scripts/flow DESIGN_CONFIG=/design/flow/config.mk WORK_HOME=/design/flow/orfs finish
$ cat flow/config.mk
export PLATFORM = sky130hd
export DESIGN_NAME = bin2bcd
export DESIGN_NICKNAME = bin2bcd
export VERILOG_FILES = /design/flow/design.v
export SDC_FILE = /design/flow/constraint.sdc
export NUM_CORES = 4
export LEC_CHECK = 1
export CORE_AREA = 10 10 70 70
export DIE_AREA = 0 0 80 80
$ cat flow/constraint.sdc
current_design bin2bcd

set clk_period 5.6
set clk_io_pct 0.2

create_clock -name clk0 -period $clk_period

set non_clock_inputs [all_inputs -no_clocks]
set_input_delay [expr $clk_period * $clk_io_pct] -clock clk0 $non_clock_inputs
set_output_delay [expr $clk_period * $clk_io_pct] -clock clk0 [all_outputs]
$ cat flow/design.v
`timescale 1ns / 1ps
module bin2bcd(
    bin,
     bcd
    );
    input [7:0] bin;
    output [11:0] bcd;
    reg [11 : 0] bcd; 
     reg [3:0] i;   
     always @(bin)
        begin
            bcd = 0; 
            for (i = 0; i < 8; i = i+1) 
            begin
                bcd = {bcd[10:0],bin[7-i]};       
                if(i < 7 && bcd[3:0] > 4) 
                    bcd[3:0] = bcd[3:0] + 3;
                if(i < 7 && bcd[7:4] > 4)
                    bcd[7:4] = bcd[7:4] + 3;
                if(i < 7 && bcd[11:8] > 4)
                    bcd[11:8] = bcd[11:8] + 3;  
            end
        end     
endmodule
==> impl_metrics.yaml <==
# flow metrics
grt:
  grt_pass1_wl_mm: 6.01
  grt_max_degree: 12
  grt_pass1_vias: 1312
  track_usage: 0.108
  gr-total-overflow: 0
  antenna_found_initial: 0
detailed_routing:
  via_per_inst: 5.11
  antenna_left: 0
  post_drt_wl_per_cell_um: 13.6
  first_pass_iters: 4
  first_iter_violations: 77
  wl_mm: 3.73
  vias: 1400
  drcViolationCount: 0
  diodes: 0
die:
  die_x_um: 80
  io_pins: 20
  chip_area_um2: 6400
  coreArea_um2: 3420
  die_h_um: 80
  num_rows: 21
  floorplan.core_util: 0.313
synthesis:
  avgSynthCellArea_um2: 6.98
  yosysWarnings: 1
  yosys_area_um2: 1070
  synth_cell_types: 59
  yosysTopAreaCell: "ha_1"
  yosys.stat.seqShare: 0
  synthCells: 153
  ys_top_cells_by_area: "ha_1 12%, a21oi_1 5.6%, o21ai_0 5.2%"
  yosysTopAreaCellShare: 0.117
  common_cells: "13 x inv_1, 12 x a21oi_1, 11 x o21ai_0, 10 x ha_1, 9 x nand2_1"
  most_common_cell: "inv_1"
  ys_cells: 153
  synth_area_um2: 1070
power:
  power_density_nw_per_um2: 141
  power_mw: 0.273
  irDropWorstVdd_mv: 0.0597
  p_leak_nw: 0.870
run:
  warning_count: 38
  maxCapViolCount: 0
worst_setup_path:
  crit_path_top_delay_cell: "or4_4"
  worstSetupEndpointType: "primary output"
  worstPathMaxFanout: 7
  arrival_ns: 4.33
  crit_required_ns: 4.48
  path_common_cell: "buf_4"
  crit_start: "bin[5]"
  start_kind: "input pin"
  worst_path_largest_cell_delay_ns: 0.52
  crit_chain: "clkbuf_2 > inv_2 > ha_2 > buf_4 > buf_4 > ha_4 > buf_6 > nor2b_2 > nand2_1 > a21oi_1 > or4_4 > and2_4 > o21bai_4 > xnor2_2 > ha_2 > buf_6 > o22ai_1 > o22a_1 > buf_4 > mux2i_1 > buf_2"
  crit_type: "in -> out"
sta:
  hold_ws_ns: 2.24
  final-setup-viol-count: 0
  min_period_ns: 5.45
  maxSlewViolCount: 0
  worst_slack_ns: 0.149
  timing.fmax_mhz: 183
  setup_tns_ns: 0
  hold_viol_final: 0
  period_used_share: 0.973
layout:
  fill_cells: 291
  clock_buffers: 0
  utilization: 0.568
  regArea_um2: 0
  mi_logic_area_um2: 1130
  ff_count: 0
  drive_gt1_frac: 0.526
  syn_to_final_growth_pct: 81.6
cts:
  postCtsHoldBufs: 0
worst_hold_path:
  holdPathStages: 0
  min_path_type: "in -> out"
  hold_start: "bin[0]"
  worstHoldEndpoint: "bcd[0]"
placed_design:
  port_buffers: 16
  gp_congestion: 0.922
  place_ws_ns: -0.705
  dp_hpwl_mm: 2.60
outcome:
  status: "complete, no violations"
-- cells by family after synthesis --
kind of cell             synth area share
buffers and inverters               0.121
other                             0.00351
AND-OR/OR-AND                       0.355
adder cells (fa/ha/maj)             0.117
multiplexers                       0.0644
AND/OR/NAND/NOR                     0.252
XOR/XNOR                           0.0878
-- routing by layer --
metal / global-route usage / share of wire / vias up
li1: - / - / 714
met1: 0.164 / 0.50 / 650
met2: 0.166 / 0.43 / 36
met3: 0.0148 / 0.065 / 0
met4: 0.00176 / 0 / 0
met5: 0 / 0 / -
-- worst max-delay path, delay by kind of cell --
| family | cells | cell delay (ns) |
|---|---|---|
| compound gates | 4 | 0.55 |
| xor+xnor | 1 | 0.14 |
| fa+ha+maj | 3 | 0.56 |
| buf+inv | 8 | 0.90 |
| mux | 1 | 0.16 |
| simple gates | 4 | 0.90 |
-- placed cells by master, fill, tap and decap left out, drive strengths merged, types with 3 or more instances in the layout --
master and n:
buf 73, nand3 7, nor2 7, xor2 4
a211oi 3, a21oi 13, dlygate4sd2 5, nor3 5
inv 12, o21ai 13, nand2 10, clkbuf 3
a31oi 3, ha 10, xnor2 5, nor2b 3
nand2b 3, mux2i 5, clkdlybuf4s50 5
-- per-stage QoR --
step                      instance area, um2  cells
after CTS                               1850    270
after floorplan                         1070    154
after detailed placement                1600    255
after global routing                    1940    274
final                                   1940    274
after global placement                  1600    255
-- timing repair --
| action | 4_1_cts | 5_1_grt |
|---|---|---|
| pin swaps | 19 | 13 |
| endpoints found under the setup margin | 8 | 8 |
| setup buffers | 15 | 4 |
| resized | 52 | 20 |
-- where the power goes --
part	switching [mW]	leakage (nW)	internal, mW	total (mW)
registers	0	0	0	0
clock network	0	0	0	0
logic	0.116	0.870	0.157	0.273
-- area by class of cell --
cell class	count	area share
inverter	13	0.0271
multi-input combinational	128	0.583
tap	46	0.0297
timing repair buffer	87	0.360
-- worst max-delay path by stage --
stage     endpoint  slack, ns  cells past startpoint
6_report    bcd[2]       0.15                     21
4_1_cts     bcd[3]      0.002                     21
5_1_grt     bcd[3]      -0.02                     21
No activity file was given, so power comes from the tool's default toggle rates.
