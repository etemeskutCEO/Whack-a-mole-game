$ cat config.mk
export PLATFORM = sky130hd
export DESIGN_NAME = displayerleds
export DESIGN_NICKNAME = displayerleds
export VERILOG_FILES = /design/flow/design.v
export SDC_FILE = /design/flow/constraint.sdc
export NUM_CORES = 4
export LEC_CHECK = 1
export CORE_UTILIZATION = 50
$ cat run.sh
#!/bin/bash
# OpenROAD 26Q1-2900-gdf79404cd8, Yosys 0.63+post, stock flow scripts
make -C /OpenROAD-flow-scripts/flow DESIGN_CONFIG=/design/flow/config.mk WORK_HOME=/design/flow/orfs finish
$ cat design.v
`timescale 1ns / 1ps
module displayerleds(inputnumber,ss_out,en_out,clk,clk2
    );
	 input clk;
	 output reg clk2;
	 input [11:0] inputnumber;
	 output reg [6:0] ss_out;
	 output reg [3:0] en_out;
	 integer count1;
	 initial count1 = 0;
	 integer count2;
	 initial count2=0;
	 initial clk2=0;
	 always @(posedge clk) begin 
	 count2 = count2 + 1;
	 if(count2 == 50000) begin
	 clk2 = ~clk2;
	 count2 = 1;
	 end
	 end
	 always @(posedge clk2)begin
	 if(count1 == 0) begin
	   case(inputnumber[3:0])
		      4'b0000: ss_out = 7'b0000001;
            4'b0001: ss_out = 7'b1001111;
            4'b0010: ss_out = 7'b0010010;
            4'b0011: ss_out = 7'b0000110;
            4'b0100: ss_out = 7'b1001100;
            4'b0101: ss_out = 7'b0100100;
            4'b0110: ss_out = 7'b0100000;
            4'b0111: ss_out = 7'b0001111;
            4'b1000: ss_out = 7'b0000000;
            4'b1001: ss_out = 7'b0001100;
				endcase
				en_out = 4'b1110;
				count1=1;
		end
	 else if(count1 == 1) begin
	    case(inputnumber[7:4])
		      4'b0000: ss_out = 7'b0000001;
            4'b0001: ss_out = 7'b1001111;
            4'b0010: ss_out = 7'b0010010;
            4'b0011: ss_out = 7'b0000110;
            4'b0100: ss_out = 7'b1001100;
            4'b0101: ss_out = 7'b0100100;
            4'b0110: ss_out = 7'b0100000;
            4'b0111: ss_out = 7'b0001111;
            4'b1000: ss_out = 7'b0000000;
            4'b1001: ss_out = 7'b0001100;
				endcase
				en_out = 4'b1101;
				count1=2;
				end
		else begin
		   case(inputnumber[11:8])
			   4'b0000: ss_out = 7'b0000001;
            4'b0001: ss_out = 7'b1001111;
            4'b0010: ss_out = 7'b0010010;
            4'b0011: ss_out = 7'b0000110;
            4'b0100: ss_out = 7'b1001100;
            4'b0101: ss_out = 7'b0100100;
            4'b0110: ss_out = 7'b0100000;
            4'b0111: ss_out = 7'b0001111;
            4'b1000: ss_out = 7'b0000000;
            4'b1001: ss_out = 7'b0001100;
				endcase
				en_out = 4'b1011;
				count1=0;
		end
		end
endmodule
$ cat constraint.sdc
current_design displayerleds

set clk_period 9.5
set clk_io_pct 0.2

create_clock -name clk0 -period $clk_period [get_ports {clk}]

set non_clock_inputs [all_inputs -no_clocks]
set_input_delay [expr $clk_period * $clk_io_pct] -clock clk0 $non_clock_inputs
set_output_delay [expr $clk_period * $clk_io_pct] -clock clk0 [all_outputs]
==> flow_summary_export.csv <==
group,metric,value,unit
worst_hold_path,hold_class,"flip-flop to flip-flop",
synth,most_common_cell,"dfxtp_1",
drt,drt_iter0_drc,153,
sta,untimed_endpoints,29,
power_and_ir_drop,p_int,202,µW
job,warning_count,26,
worst_setup_path,cpLargestDelayFamily,"flip-flops",
worst_setup_path,crit_path_end_kind,"output port",
drt,drc,0,
synth,synthTopCellsByArea,"dfxtp_1 (29%), edfxtp_1 (9.3%), xnor2_1 (8.5%)",
grt,grt_max_degree,15,
clock_tree,clockBufferDepth,2,
sta,post-route-min-period,3.30,ns
sta,post-route-period-util,34.7,%
power_and_ir_drop,power.density,91.9,mW/mm²
clock_tree,hold_buffers,0,
worst_hold_path,hold_path_depth,1,
layout,synthToLayoutAreaGrowth,12.0,%
synth,ys.flops,45,
placed_design,routabilityCongestion,0.849,
clock_tree,numCtsBuffers,5,
grt,grt_pass1_wl,8.15,mm
worst_setup_path,cp_slowest_cell,"edfxtp_1",
synth,yosysCellCount,300,
synth,syn-cell-area,0.00259,mm²
synth,ys_area,0.00259,mm²
job,drv_cap,0,
synth,synth.avg_cell_area,8.62,µm²
synth,yosysWarnings,1,
run_status,outcome,"finished, final reports clean",
die,die_h,73.9,µm
synth,yosys-top-cells-count,"dfxtp_1 (37), nor2_1 (33), xnor2_1 (25)",
clock_tree,root_buffer,"clkbuf_8",
worst_setup_path,max_stage_delay,0.58,ns
power_and_ir_drop,p_leak,0.000981,µW
sta,clock_skew,0.00297,ns
power_and_ir_drop,p_sw_share,24.2,%
synth,synth-edff-count,8,
die,fp-utilization,53.4,%
clock_tree,cts.repair.resized,0,
synth,synth_async_sr_flop_share,0,%
sta,rsz0062_at_grt,"no",
worst_setup_path,crit_arrival,1.40,ns
layout,instances_no_fill,381,
worst_setup_path,critical_path_class,"flip-flop to output port",
die,die_width,73.9,µm
power_and_ir_drop,combPwrFrac,9.0,%
placed_design,hpwlAfterDp,3.82,mm
worst_setup_path,cp.depth,1,
layout,layout-drive-gt1-share,5.41,%
sta,unclocked_pins,12,
grt,grt_pass1_vias,1690,
drt,vias,2055,
drt,vias_per_cell,5.39,
die,rows,25,
sta,finalSetupTns,0,ns
clock_tree,post_cts.repair.setup_buffers,0,
sta,tightestPinTransition,0.608,ns
worst_hold_path,hold_path_startpoint,"count2[17]$_SDFF_PN0_",
synth,ys_seq_share,37.9,%
drt,num_antenna_cells,0,
drt,final_antenna_net_count,0,
power_and_ir_drop,peakVddDrop,72.9,µV
power_and_ir_drop,power.switching,64.4,µW
synth,syn_inst,300,
grt,grt-ovfl-total,0,
clock_tree,htreeDepth,2,
clock_tree,clk_latency,0.28,ns
sta,drv_slew,0,
drt,wl_per_cell,13.2,µm
sta,setup_viol,0,
sta,maxSlewHeadroom,59.5,%
synth,synth_area_leader_cell,"dfxtp_1",
worst_setup_path,reg2reg_from,"count2[0]$_SDFF_PN1_",
placed_design,placed_cells,373,
drt,wl,5.03,mm
worst_setup_path,startpoint,"clk2$_DFFE_PN_",
worst_setup_path,crit_chain,"clkdlybuf4s50_1",
grt,antenna_found_initial,0,
worst_setup_path,reg2reg_depth,7,
synth,yosysUniqueCellTypes,48,
die,dieArea,0.00547,mm²
synth,flop_cell,"dfxtp_1",
worst_setup_path,critPathBufInv,1,
worst_setup_path,start_kind,"flip-flop",
placed_design,io_buffers,23,
synth,synth_top_area_share,28.6,%
worst_setup_path,crit_path_max_fanout,14,
worst_setup_path,crit_required,7.60,ns
die,pin_count,25,
drt,first_pass_iters,4,
die,coreArea,0.00485,mm²
clock_tree,cts_tree,"built",
clock_tree,clk_pin_slew,0.07,ns
grt,grtUsageTotal,19.7,%
sta,hold_violations,0,
power_and_ir_drop,pwr-share-seq,52.7,%
power_and_ir_drop,pwr-share-clk,38.3,%
sta,timing.fmax,303,MHz
logic make-up (layout without fill, tap and decap cells):
kind of cell | after synthesis | after routing | synth area share, %
compound gates | 48 | 48 | 11.7
xor+xnor | 41 | 41 | 13.9
fa+ha+maj | 1 | 1 | 0.483
buf+inv | 29 | 43 | 5.08
flops | 45 | 45 | 37.9
mux | 2 | 2 | 0.774
other cells | 1 | 1 | 0.145
simple gates | 133 | 133 | 30.1
metal layers:
layer | routed length (µm) | vias to the layer above | global-route usage, % | share of wire (%)
li1 | - | 1085 | - | -
met1 | 2620 | 924 | 32.9 | 52
met2 | 2140 | 39 | 29.1 | 43
met3 | 216 | 7 | 2.47 | 4.3
met4 | 58 | 0 | 2.14 | 1.2
met5 | 0 | - | 0 | 0
registers in the layout, summed over array words and instances, names as in the netlist:
signal  flops
count2     32
ss_out      7
en_out      3
count1      2
clk2        1
metrics by stage:
step | total power, µW | instance area (µm²) | utilization (%) | setup slack, ns | hold WS, ns
floorplan | 160 | 2590 | - | 7.10 | 0.449
global placement | 167 | 2820 | 58.1 | 6.49 | 0.484
detailed placement | 167 | 2820 | 58.1 | 6.49 | 0.492
CTS | 271 | 2900 | 59.8 | 6.17 | 0.506
global route | 278 | 2900 | 59.8 | 6.09 | 0.517
finish | 266 | 2900 | 59.8 | 6.20 | 0.497
final timing paths:
check	end	slack [ns]
max	clk2	6.20
min	count2[17]$_SDFF_PN0_	0.50
max reg2reg	clk2$_DFFE_PN_	6.64
min reg2reg	count2[17]$_SDFF_PN0_	0.50
layout make-up:
cell class | instances | area, µm²
repair buffers | 23 | 230
flip-flops and latches | 45 | 981
clock buffers | 6 | 72.6
fillers | 438 | 1950
well taps | 67 | 83.8
inverters | 12 | 45.0
multi-input cells | 226 | 1480
clock inverters | 2 | 10.0
power by group through the flow:
stage | registers [µW] | logic [µW] | clock network [µW]
4_1_cts | 140 | 24.0 | 107
5_1_grt | 140 | 26.8 | 111
6_report | 140 | 23.9 | 102
cell usage in the layout, fill, tap and decap left out, types with 3 or more instances in the layout:
| cell | count |
|---|---|
| inv_1 | 12 |
| dfxtp_1 | 37 |
| o21ai_0 | 10 |
| nand2_1 | 21 |
| and2_1 | 7 |
| nand2b_1 | 3 |
| nor3_1 | 6 |
| nand4_4 | 3 |
| clkbuf_8 | 5 |
| and4_1 | 6 |
| clkdlybuf4s50_1 | 23 |
| a21oi_1 | 16 |
| xor2_1 | 16 |
| nand4_1 | 8 |
| nor3b_1 | 3 |
| nor2b_1 | 3 |
| nand3_1 | 21 |
| nor2_1 | 33 |
| and3_1 | 5 |
| xnor2_1 | 25 |
| a31oi_1 | 7 |
| nor4_1 | 3 |
| o221ai_1 | 3 |
| edfxtp_1 | 8 |
No activity file was given, so power comes from the tool's default toggle rates.
